### ./config.mk
export PLATFORM = sky130hd
export DESIGN_NAME = counter_fsm
export DESIGN_NICKNAME = counter_fsm
export VERILOG_FILES = /design/flow/design.v
export SDC_FILE = /design/flow/constraint.sdc
export NUM_CORES = 4
export LEC_CHECK = 1
export CORE_AREA = 10 10 70 70
export DIE_AREA = 0 0 80 80
### ./constraint.sdc
current_design counter_fsm

set clk_period 1.6
set clk_io_pct 0.2

create_clock -name clk0 -period $clk_period [get_ports {clock}]

set non_clock_inputs [all_inputs -no_clocks]
set_input_delay [expr $clk_period * $clk_io_pct] -clock clk0 $non_clock_inputs
set_output_delay [expr $clk_period * $clk_io_pct] -clock clk0 [all_outputs]
### ./design.v
module counter_fsm
(
	input  clock, x, reset,
	output reg z
);
  reg [1:0]state;
  parameter S0=0, S1=1, S2=2, S3=3;
  always @(state) begin
    case (state)
      S0: z = 1'b0;	 
      S1: z = 1'b1;	 
      S2: z = 1'b0;	 
      S3: z = 1'b1;	 
      default: z = 1'b0;
    endcase
  end
    always @(posedge clock or posedge reset) begin
      if (reset)
        state <= S0;        
      else        
        case (state)
          S0:
            if (x)
              state <= S3;  
            else
              state <= S1;  
          S1:
            if (x)
              state <= S0;  
            else
              state <= S2;  
          S2:
            if (x)
              state <= S1;  
            else
              state <= S3;  
          S3:
            if (x)
              state <= S2;  
            else	
              state <= S0;  
        endcase
      end
endmodule
### ./run.sh
#!/bin/bash
# OpenROAD 26Q1-2900-gdf79404cd8, Yosys 0.63+post, stock flow scripts
make -C /OpenROAD-flow-scripts/flow DESIGN_CONFIG=/design/flow/config.mk WORK_HOME=/design/flow/orfs finish
==> results_dict.tcl <==
# flow metrics
set metrics [dict create \
    outcome "complete, no violations" \
    placementRows 21 \
    numCtsBuffers 3 \
    clock_latency_ps 230 \
    top_register "state" \
    antenna_cells 0 \
    nFillCells 406 \
    wl_per_cell_um 5.000 \
    numClockSinks 4 \
    wl_um 315 \
    gp_congestion 0.6546 \
    synth_area_leader_cell "dfrtp_1" \
    crit_family "flip-flops" \
    crit_path_top_delay_cell "dfrtp_1" \
    grt_pass1_wl_um 538 \
    yosys.stat.seqShare_pct 64.80 \
    grt_antenna_before_repair 0 \
    fp-utilization_pct 4.579 \
    slew_violations 0 \
    ctsLongestPathBuffers 2 \
    rsz0062_at_grt "no" \
    grt-ovfl-total 0 \
    drt_first_iter_violations 0 \
    hold_buffers 0 \
    numSynthFlops 4 \
    cp.buffers_inverters 1 \
    synth_top_area_share_pct 48.00 \
    first_pass_iters 1 \
    cts.clk_slew.worst_paths_ps 40 \
    largest_reg_flops 4 \
    grt_use_total_pct 1.160 \
    routed_via_density 1.429 \
    ir_drop_mv 0.1255 \
    syn_area_per_cell_um2 15.64 \
    rrSetupSlack_ps 840 \
    die-area_um2 6400 \
    syn_inst 10 \
    worst_pin_slew_ps 186.4 \
    portBuffers 3 \
    path_cells "or2_2, dlygate4sd2_1" \
    ys_area_um2 156.4 \
    drc 0 \
    final.setup.tns_ps 0 \
    cts_setup_buffers 0 \
    finalSetupViolCount 0 \
    slowest_delay_ps 370 \
    die-width_um 80 \
    arrival_ps 1140 \
    fmax_ghz 0.6863 \
    cts_root_buf "clkbuf_4" \
    synth.yosys.num_cells 10 \
    maxCapViolCount 0 \
    area_leaders "dfrtp_1, mux2_2, dfstp_2" \
    crit_type "reg2out" \
    power_density_nw_per_um2 919.2 \
    design.core.area_um2 3416 \
    largestRegisters "state (4)" \
    grt_max_degree 5 \
    relSlewSlack_pct 87.54 \
    placed_cells 59 \
    holdCritPathClass "in2async" \
    r2r_end "state[1]$_DFF_PP0_" \
    grt_pass1_vias 133 \
    final_cells 63 \
    cp-start-kind "flip-flop" \
    vias 90 \
    cts_resized 1 \
    r2r-start "state[3]$_DFF_PP0_" \
    reg2reg_depth 1 \
    cp.required_ps 1280 \
    crit_fanout 3 \
    ant_nets 0 \
    cts_tree "done" \
    synth_area_um2 156.4 \
    ios 4 \
    die_y_um 80 \
    syn2layout_area_growth_pct 72.00 \
    htree_levels 1 \
    p_leak_nw 0.1173 \
    hold_viol_final 0 \
    tool_warnings 25 \
    ys_types 5 \
    ys_warn_count 1 \
    fin_skew_ps 6.223 \
    cp-end-kind "primary output" \
    fin_crit_ps 1457 \
    finalClockPeriodUsage_pct 91.06 \
    drive_above_1_share_pct 52.94 \
]
==> how the worst max path moves through the flow <==
| stage | from | to | slack [ps] | cells after the start |
|---|---|---|---|---|
| after CTS | state[3]$_DFF_PP0_ | z | 130 | 2 |
| final | state[3]$_DFF_PP0_ | z | 140 | 2 |
| after global routing | state[3]$_DFF_PP0_ | z | 80 | 2 |
==> per-stage QoR <==
step | cell area [µm²] | power (W) | hold slack (ps) | utilization, % | setup WS (ps)
floorplan | 156.4 | 0.0001062 | 85.36 | - | 663.7
global placement | 244.0 | 0.0001127 | 478.5 | 7.143 | 219.2
detailed placement | 244.0 | 0.0001133 | 508.4 | 7.143 | 216.6
CTS | 269.0 | 0.0002570 | 280.3 | 7.875 | 127.2
global route | 269.0 | 0.0002711 | 280.3 | 7.875 | 84.88
finish | 269.0 | 0.0002473 | 283.2 | 7.875 | 143.0
==> layout by cell type (no fill, tap or decap) <==
cell and instances:
clkbuf_4 3, dlygate4sd2_1 1, inv_1 1, dfstp_2 1, clkdlybuf4s50_1 2, dfrtp_1 3, or2_2 1, clkbuf_1 1
mux2_2 4
==> routing by layer <==
layer | vias to the layer above | wire length [µm] | global-route usage, %
met4 | 0 | 0 | 0.5282
met3 | 0 | 53 | 1.477
met2 | 4 | 115 | 1.204
met5 | - | 0 | 0
met1 | 40 | 147 | 1.269
li1 | 46 | - | -
==> synthesized netlist by cell type <==
cell type,number
mux2_2,4
dfrtp_1,3
dfstp_2,1
or2_2,1
inv_1,1
==> cell type report <==
type	count	area [µm²]	share of cell area (%)
multi-input cells	5	51.30	19.07
flip-flops and latches	4	101.3	37.67
well taps	46	57.56	21.40
clock buffers	4	26.28	9.767
inverters	1	3.754	1.395
repair buffers	3	28.78	10.70
==> power by group <==
| part | switching, W | internal, W | leakage [nW] | total, W |
|---|---|---|---|---|
| Clock | 0.0000419 | 0.0000936 | 0.0150 | 0.000135 |
| Sequential | 0 | 0.000102 | 0.0522 | 0.000102 |
| Combinational | 0.00000418 | 0.00000584 | 0.0500 | 0.0000100 |
| Total | 0.0000460 | 0.000201 | 0.117 | 0.000247 |
==> cells by family (layout without fill, tap and decap cells) <==
logic type    Yosys count  in the layout  share of synthesized area, %
mux                     4              4                         28.80
buf+inv                 1              8                         2.398
simple gates            1              1                         4.003
flops                   4              4                         64.80
Power figures rest on the tool's default switching activity, not on a simulated workload.
